### flow/run.sh
#!/bin/bash
# OpenROAD 26Q1-2900-gdf79404cd8, Yosys 0.63+post, stock flow scripts
make -C /OpenROAD-flow-scripts/flow DESIGN_CONFIG=/design/flow/config.mk WORK_HOME=/design/flow/orfs finish
### flow/config.mk
export PLATFORM = sky130hd
export DESIGN_NAME = day11
export DESIGN_NICKNAME = day11
export VERILOG_FILES = /design/flow/design.v
export SDC_FILE = /design/flow/constraint.sdc
export NUM_CORES = 4
export LEC_CHECK = 1
export CORE_AREA = 10 10 70 70
export DIE_AREA = 0 0 80 80
### flow/constraint.sdc
current_design day11

set clk_period 1.6
set clk_io_pct 0.2

create_clock -name clk0 -period $clk_period [get_ports {clk}]

set non_clock_inputs [all_inputs -no_clocks]
set_input_delay [expr $clk_period * $clk_io_pct] -clock clk0 $non_clock_inputs
set_output_delay [expr $clk_period * $clk_io_pct] -clock clk0 [all_outputs]
### flow/design.v
module day11 (
  input     wire      clk,
  input     wire      reset,
  output    wire      empty_o,
  input     wire[3:0] parallel_i,
  output    wire      serial_o,
  output    wire      valid_o
);
  logic [3:0] shift_ff;
  logic [3:0] nxt_shift;
  always_ff @(posedge clk or posedge reset)
    if (reset)
      shift_ff <= 4'h0;
    else
      shift_ff <= nxt_shift;
  assign nxt_shift = empty_o ? parallel_i :
                               {1'b0, shift_ff[3:1]};
  assign serial_o = shift_ff[0];
  logic [2:0] count_ff;
  logic [2:0] nxt_count;
  always_ff @(posedge clk or posedge reset)
    if (reset)
      count_ff <= 3'h0;
    else
      count_ff <= nxt_count;
  assign nxt_count = (count_ff == 3'h4) ? 3'h0 :
                                          count_ff + 3'h1;
  assign valid_o = |count_ff;
  assign empty_o = (count_ff == 3'h0);
endmodule
==> impl_metrics.csv <==
group,metric,value,unit
die,die_x,80,um
routing,drtPass1Iterations,2,
final_timing,maxSlewViolCount,0,
routing,vias,207,
clock_tree,numCtsBuffers,3,
placed_design,hpwl,466,um
logic_synthesis,syn_area_per_cell,13.9,um^2
status,status,"finished, final reports clean",
final_timing,hold_viol_final,0,
logic_synthesis,synth_flops,7,
flow_run,warnings,26,
min_path,worstHoldPathType,"input pin to async pin",
setup_path,cp-end-kind,"output pin",
final_timing,tightestPinTransition,0.270,ns
setup_path,cp.required,1.28,ns
setup_path,cp_max_fo,2,
clock_tree,root_buffer,"clkbuf_4",
setup_path,cpPeakStageDelay,0.38,ns
final_timing,fmax,645,MHz
power_and_ir_drop,switching_share,20.9,%
routing,postRouteWirelength,629,um
finish,final_cell_mix,"8 x buf_4, 7 x dfrtp_1, 6 x clkdlybuf4s50_1",
clock_tree,clkSinkCount,7,
routing,drtAntennaViolNets,0,
finish,drive_above_1_share,52.4,%
global_route,grt.total_usage,2.09,%
die,row_count,21,
logic_synthesis,ys_sh_adder,8.20,%
final_timing,final-setup-viol-count,0,
power_and_ir_drop,net-switching-power,0.0752,mW
routing,wl_per_cell,7.15,um
routing,drt_iter0_drc,17,
setup_path,reg2reg_to,"shift_ff[1]$_DFF_PP0_",
placed_design,dpl_cell_area,462,um^2
die,core_area,0.00342,mm^2
logic_synthesis,ys_sh_aoi,1.64,%
setup_path,crit_type,"flip-flop to output pin",
logic_synthesis,simple_gate_area_share,5.74,%
final_timing,slew_headroom,82.0,%
die,io-pin-count,9,
clock_tree,cts_max_path_buffers,2,
logic_synthesis,ys_area,305,um^2
final_timing,skew,0.00512,ns
power_and_ir_drop,p_per_area,680,mW/mm^2
clock_tree,path_clk_slew,0.06,ns
final_timing,fin_ws,0.0487,ns
routing,drc,0,
setup_path,crit_arrival,1.23,ns
placed_design,gp_congestion,0.711,
finish,area_delta_synth_final,73.8,%
logic_synthesis,yosys.area_share.xor_xnor,0,%
placed_design,port_buffers,8,
setup_path,critical_path_buf_inv_count,3,
setup_path,worstReg2RegStart,"count_ff[1]$_DFF_PP0_",
setup_path,path_cells,"inv_1 > ha_2 > nor2b_4 > buf_6 > buf_2",
logic_synthesis,synth-seq-area-share,57.4,%
clock_tree,postCtsHoldBufs,0,
routing,via_per_inst,2.35,
setup_path,critPathTopFamily,"flip-flops",
global_route,grt_max_degree,8,
logic_synthesis,ys_cells,22,
logic_synthesis,mux_share,18.4,%
global_route,gr-total-overflow,0,
clock_tree,htree_levels,1,
logic_synthesis,yosysWarnings,1,
flow_run,maxCapViolCount,0,
global_route,grt_pass1_wl,1040,um
finish,layout.cells.most_common,"buf_4",
finish,fin_area,531,um^2
finish,fin_cells,88,
die,dieArea,0.00640,mm^2
final_timing,finalCritPeriodShare,97.0,%
final_timing,period_minus_slack,1.55,ns
power_and_ir_drop,seqPwrFrac,50.0,%
die,fp_util,8.94,%
power_and_ir_drop,power_frac_comb,5.5,%
power_and_ir_drop,ir_drop,0.206,mV
logic_synthesis,syn_area,305,um^2
logic_synthesis,synth.distinct_cells,10,
power_and_ir_drop,internal-power,0.285,mW
setup_path,cp_num_cells,5,
power_and_ir_drop,total_power,0.361,mW
logic_synthesis,ys_top_logic_family,"multiplexers",
power_and_ir_drop,leakage,0.260,nW
routing,antenna-diode-count,0,
setup_path,crit_path_top_delay_cell,"dfrtp_1",
placed_design,post-place-ws,-0.0954,ns
global_route,antenna_found_initial,0,
global_route,grt_pass1_vias,231,
final_timing,fin_tns_setup,0,ns
setup_path,reg2reg_depth,7,
setup_path,ff2ff_setup_slack,0.08,ns
clock_tree,clk_latency,0.25,ns
setup_path,cp-start-kind,"flip-flop",
logic_synthesis,postSynthCellCount,22,
clock_tree,cts_tree,"yes",
die,die_h,80,um
placed_design,dp_cells,79,
power_and_ir_drop,pwr-share-clk,44.6,%
==> logic make-up after synthesis <==
group,Yosys count
DFF,7
buffers and inverters,5
muxes,4
and+or+nand+nor,3
adders and majority gates,2
AOI/OAI and AO/OA,1
==> registers in the layout, indices dropped and copies added (netlist names) <==
| register | flops |
|---|---|
| count_ff | 3 |
| shift_ff | 4 |
==> stage by stage <==
stage | hold WS (ns) | util [%]
3_5_place_dp | 0.465 | 13.5
4_1_cts | 0.287 | 15.5
5_1_grt | 0.303 | 15.5
3_3_place_gp | 0.460 | 13.5
2_1_floorplan | 0.123 | -
6_report | 0.289 | 15.5
==> timing repair <==
action / CTS / global route
gates resized: 9 / 1
setup endpoints to repair: 2 / 4
setup buffers: 4 / 2
pin swaps: 0 / 1
==> area by class of cell <==
type / count / area, um^2
fill: 378 / 2890
clock inverter: 1 / 5.00
timing repair buffer: 17 / 141
inverter: 4 / 15.0
sequential: 7 / 175
multi-input combinational: 10 / 114
tap: 46 / 57.6
clock buffer: 3 / 22.5
==> worst max path at each step <==
| stage | startpoint | slack [ns] | endpoint |
|---|---|---|---|
| after CTS | count_ff[0]$_DFF_PP0_ | 0.01 | shift_ff[1]$_DFF_PP0_ |
| after global routing | count_ff[1]$_DFF_PP0_ | -0.005 | empty_o |
| final | count_ff[1]$_DFF_PP0_ | 0.05 | empty_o |
==> synthesized netlist by cell type <==
cell | instances | share of area, %
dfrtp_1 | 7 | 57
nor2_1 | 1 | 1.2
buf_6 | 1 | 3.7
nor2b_1 | 1 | 2.1
mux2_4 | 3 | 15
mux2_2 | 1 | 3.7
and2_2 | 1 | 2.5
inv_1 | 4 | 4.9
ha_1 | 2 | 8.2
a21oi_1 | 1 | 1.6
==> worst register-to-register path, cell delays in order (launching register included) <==
cell and delay, ns:
dfrtp_1 0.38, inv_1 0.07, ha_2 0.18, nor2b_4 0.16, buf_6 0.10, buf_4 0.10, buf_4 0.11, mux2_4 0.29
==> routing by layer <==
metal | track usage, % | wire length [um]
met3 | 2.27 | 83
met1 | 2.09 | 268
met4 | 0.528 | 10
met5 | 0 | 0
met2 | 2.89 | 266
==> power by group through the flow <==
| stage | Combinational (mW) | Sequential, mW | Clock, mW |
|---|---|---|---|
| CTS | 0.0202 | 0.180 | 0.167 |
| global route | 0.0218 | 0.180 | 0.186 |
| finish | 0.0198 | 0.180 | 0.161 |
Power is estimated from default activity; no workload was simulated.
