`./config.mk`:
```
export PLATFORM = sky130hd
export DESIGN_NAME = day10
export DESIGN_NICKNAME = day10
export VERILOG_FILES = /design/flow/design.v
export SDC_FILE = /design/flow/constraint.sdc
export NUM_CORES = 4
export LEC_CHECK = 1
export CORE_AREA = 10 10 70 70
export DIE_AREA = 0 0 80 80
```
`./constraint.sdc`:
```
current_design day10

set clk_period 1.1
set clk_io_pct 0.2

create_clock -name clk0 -period $clk_period [get_ports {clk}]

set non_clock_inputs [all_inputs -no_clocks]
set_input_delay [expr $clk_period * $clk_io_pct] -clock clk0 $non_clock_inputs
set_output_delay [expr $clk_period * $clk_io_pct] -clock clk0 [all_outputs]
```
`./design.v`:
```
module day10 (
input     wire          clk,
input     wire          reset,
input     wire          load_i,   
input     wire[3:0]     load_val_i,
output    wire[3:0]     count_o    
);
	logic [3:0] c;
	always_ff@(posedge clk or posedge reset)
	begin
		if(reset)
			c=0;
		else if(load_i)
			c= load_val_i;
		else if(c==4'b1111)
			c=load_val_i;
		else
			c=c+1;
	end  
assign count_o=c;
endmodule
```
`./run.sh`:
```
#!/bin/bash
# OpenROAD 26Q1-2900-gdf79404cd8, Yosys 0.63+post, stock flow scripts
make -C /OpenROAD-flow-scripts/flow DESIGN_CONFIG=/design/flow/config.mk WORK_HOME=/design/flow/orfs finish
```
==> results.cfg <==
; flow metrics
[timing]
period_minus_slack_ns = 1.28
fin_setup_tns_ns = -0.629
hold_viol_final = 0
slew_headroom_pct = 79.9
rsz0062_at_grt = true
fin_worst_skew_ns = 0.00426
report.final.slew_viol_count = 0
max_freq_mhz = 778
period_used_pct = 117
worstMarginPinSlew_ns = 0.302
fin_ws_ns = -0.185
hold_ws_ns = 0.185
final-setup-viol-count = 5

[detailed_routing]
drtAntennaViolNets = 0
totalWireLength_microns = 839
drt-pass1-iter-count = 3
antenna_cells = 0
vias = 251
drt_iter0_drc = 5
drt-wirelength-per-cell_microns = 9.22
drc_errors = 0
viasPerCell = 2.76

[global_route]
first_global_vias = 306
gr-total-overflow = 0
grt_max_degree = 8
grt_pass1_wl_microns = 1560
grt.total_usage_pct = 3.11
antenna_found_initial = 0

[worst_setup_path]
arrival_ns = 1.40
rrSetupSlack_ns = -0.18
startpoint = c[1]$_DFF_PP0_
r2r_end = c[1]$_DFF_PP0_
crit_fanout = 4
r2r_cells = 4
critical_path.endpoint = c[1]$_DFF_PP0_
worstSetupEndpointType = flop
cp.required_ns = 1.21
worst_setup_path_start_kind = flop
rr_startpoint = c[1]$_DFF_PP0_
path_class = flop to flop

[die]
die_area_sq_um = 6400
floorplanUtilization_pct = 6.81
dieHeight_microns = 80
die_w_microns = 80
io_pins = 11
core_sq_um = 3420
num_rows = 21

[power_and_ir_drop]
p_int_uw = 534
p_sw_uw = 208
finalPower_uw = 742
p_comb_share_pct = 47.8
irDropWorstVdd_v = 0.000242
p_seq_share_pct = 27.5
power.density_nw_per_um2 = 1420
leakagePower_nw = 0.223
clockPowerShare_pct = 24.8
p_sw_share_pct = 28.0

[synthesis]
edf_count = 0
ys_cells = 22
top_area_cell = dfrtp_1
synth_cells = 22
common_cells = 4 x dfrtp_1, 4 x inv_1, 2 x nand2_1
yosys.stat.seqShare_pct = 43.0
ff_type = dfrtp_1
syn_area_sq_um = 233
ys_area_sq_um = 233
ys_seq_elements = 4
yosys.cell_types.count = 15
synthTopCellsByArea = dfrtp_1 43%, inv_1 6.5%, mux2_4 6.5%, a31oi_2 5.4%, ha_1 5.4%
avgSynthCellArea_sq_um = 10.6
async_flop_share_pct = 100
yosys_warnings = 1
top_cell_area_share_pct = 43.0

[placement]
gp_congestion = 0.747
dp_hpwl_microns = 608
portBuffers = 10
placed_cell_area_sq_um = 442

[clock_tree]
cts_tree = done
cts-root-buf = clkbuf_4
cts_htree_levels = 1
clk_pin_slew_ns = 0.04
ctsLongestPathBuffers = 2
cts_buffers = 3
clock_sink_count = 4
clock_latency_ns = 0.24
cts_hold_buffers = 0

[final_layout]
finalInstanceArea_sq_um = 523
layout-drive-gt1-share_pct = 48.9
largest_register_ffs = 4
area_growth_pct = 125

[status]
status = complete, but fails checks
violations = setup timing

[flow_run]
warnings = 28
drv_cap = 0

[min_path]
hold_class = input port to asynchronous set/reset pin
[metrics by stage]
| step | instances | util, % | worst slack (ns) |
|---|---|---|---|
| floorplan | 22 | - | -0.0948 |
| global placement | 82 | 12.9 | -0.298 |
| detailed placement | 82 | 12.9 | -0.317 |
| CTS | 90 | 15.1 | -0.170 |
| global route | 91 | 15.3 | -0.233 |
| finish | 91 | 15.3 | -0.185 |
[power by group through the flow]
| stage | registers [mW] | logic (mW) | clock network, mW |
|---|---|---|---|
| global route | 0.209 | 0.395 | 0.207 |
| finish | 0.204 | 0.355 | 0.184 |
| CTS | 0.204 | 0.339 | 0.193 |
[metal layers]
| layer | global-route usage (%) | part of all wire, % | vias up |
|---|---|---|---|
| li1 | - | - | 127 |
| met1 | 4.08 | 49 | 114 |
| met2 | 3.53 | 31 | 10 |
| met3 | 2.95 | 20 | 0 |
| met4 | 0.528 | 0 | 0 |
| met5 | 0 | 0 | - |
[cells by family after synthesis]
kind of cell,synth area share [%]
flip-flops,43.0
adder cells (fa/ha/maj),5.38
buffers and inverters,6.45
multiplexers,10.8
AND/OR/NAND/NOR,10.2
AND-OR/OR-AND,24.2
[worst min path at each step]
stage	from	to	slack, ns	cells past startpoint
finish	reset	c[0]$_DFF_PP0_	0.18	2
global route	reset	c[2]$_DFF_PP0_	0.21	2
CTS	reset	c[2]$_DFF_PP0_	0.19	2
[worst max-delay path, cell delays in order, from the launching register on]
cell	delay, ns
dfrtp_1	0.38
buf_6	0.13
ha_4	0.17
a31oi_4	0.17
mux2_4	0.31
[timing repair]
| action | 4_1_cts | 5_1_grt |
|---|---|---|
| resized | 14 | 1 |
| buffers inserted | 5 | 1 |
| setup endpoints to repair | 8 | 7 |
| pin swaps | 2 | 0 |
[cell type report]
class                           instances  area (sq um)
Timing Repair Buffer                   20           183
Clock buffer                            3          22.5
Tap cell                               46          57.6
Multi-Input combinational cell         14           143
Inverter                                4          15.0
Sequential cell                         4           103
Fill cell                             390          2890
[layout by cell type (no fill, tap or decap), types with 2 or more instances in the layout]
master,instances
inv_1,4
clkbuf_4,3
clkdlybuf4s50_1,5
buf_6,3
nand2_1,2
buf_4,8
dfrtp_2,2
clkdlybuf4s15_1,3
dfrtp_1,2
