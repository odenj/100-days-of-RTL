==> design/flow/design.v <==
module day4(
input     logic [7:0]   a_i,
input     logic [7:0]   b_i,
input     logic [2:0]   op_i, 
output    logic [7:0]   alu_o
);
  always_comb
  begin
	case(op_i)
	3'b000: alu_o = a_i + b_i;
	3'b001: alu_o = a_i - b_i;
	3'b010: alu_o = a_i << b_i[2:0];
	3'b011: alu_o = a_i >> b_i[2:0];
	3'b100: alu_o = a_i & b_i;
	3'b101: alu_o = a_i | b_i;
	3'b110: alu_o = a_i ^ b_i;
	3'b111: alu_o = (a_i == b_i);
	endcase
  end
endmodule
==> design/flow/run.sh <==
#!/bin/bash
# OpenROAD 26Q1-2900-gdf79404cd8, Yosys 0.63+post, stock flow scripts
make -C /OpenROAD-flow-scripts/flow DESIGN_CONFIG=/design/flow/config.mk WORK_HOME=/design/flow/orfs finish
==> design/flow/config.mk <==
export PLATFORM = sky130hd
export DESIGN_NAME = day4
export DESIGN_NICKNAME = day4
export VERILOG_FILES = /design/flow/design.v
export SDC_FILE = /design/flow/constraint.sdc
export NUM_CORES = 4
export LEC_CHECK = 1
export CORE_AREA = 10 10 90 90
export DIE_AREA = 0 0 100 100
==> design/flow/constraint.sdc <==
current_design day4

set clk_period 3.3
set clk_io_pct 0.2

create_clock -name clk0 -period $clk_period

set non_clock_inputs [all_inputs -no_clocks]
set_input_delay [expr $clk_period * $clk_io_pct] -clock clk0 $non_clock_inputs
set_output_delay [expr $clk_period * $clk_io_pct] -clock clk0 [all_outputs]
==> GITHUB_STEP_SUMMARY <==
## Synthesis and layout report

| Metric | Value |
|---|---|
| Clk pwr share | 0% |
| Hold WC Path Type | in2out |
| Worst endpoint data arrival time | about 2.6 ns |
| VDD IR max | approximately 64 uV |
| Initial core utilization | 26.5% |
| MUX share of area | ~16% |
| Setup crit start kind | primary input |
| Die width | approximately 100 um |
| 1st-pass router iterations | 4 |
| # rows | 29 |
| Overflow after GRT | 0 |
| CP required | roughly 2.6 ns |
| Synth Area in Compound Gates | ~28% |
| Final period util | slightly below 100% |
| Adders+Majority by Area | 20.5% |
| Clkbuf count | 0 |
| DIE AREA | ~0.010 mm^2 |
| Final setup vio count | 0 |
| Critical path fanouts, max | 7 |
| Cell Type Count | 54 |
| Antenna cell count | 0 |
| Via Count | between 1500 and 2000 |
| Flop count | 0 |
| Yosys xor share | about 3.2% |
| Syn Area/Cell | roughly 7.6 um^2 |
| Placement Cell Area | ~0.0025 mm^2 |
| CP Capture Type | primary output |
| NetSw | about 0.00020 W |
| # Max-Cap Violations | 0 |
| Netlist Area Pre-Place | ~0.0017 mm^2 |
| Internal | 0.000233 W |
| First-pass GRT wire length | approximately 10000 um |
| Routed wire length | 5950 um |
| Post-DP HPWL | approximately 4600 um |
| GRT Util Overall | about an eighth |
| IO Port Bufs | 27 |
| Met1 Routed Length | 2750 um |
| YS warnings | 1 |
| Status | finished, final reports clean |
| Switching share of power | between 40% and 50% |
| WL/cell | roughly 15 um |
| Flop area | 0 um^2 |
| 1st-iter DRT viols | about 130 |
| Least-Margin Pin Slew | 0.398 ns |
| Combinational fraction of design power | approximately 100% |
| Flop pwr share | 0% |
| Largest net degree at the start of global routing | 16 |
| Layout cells sized above 1 | between 40% and 50% |
| Power per cell area | about 150 mW/mm^2 |
| Final Core Density | between 40 and 50% |
| Ports | 27 |
| Core area | about 0.0063 mm^2 |
| Tool warning count | about 49 |
| Cell count in the Yosys report | ~220 |
| Synth logic family | AND-OR/OR-AND gates |
| Post-Syn Instances | ~220 |
| Antenna Nets Post-Route | 0 |
| Yosys chip area | ~0.0017 mm^2 |
| Sequential share of the synthesized area | 0% |
| Antenna violations before repair | 0 |
| Vias in the first global route | 1976 |
| Metal3 WL | around 280 um |
| Slew headroom | between 70% and 80% |
| FMAX | 310 MHz |
| Leak | between 1 and 1.5 nW |
| Uppermost routed layer | met4 |
| Synthesis-to-finish area growth | 70.5% |
| Yosys simple share | a little over a fifth |
| Max Slew Vio Count | 0 |
| Final Hold Viols | 0 |
| GPL Wtd Cong | slightly above 0.9 |
| Final min period | 3.22 ns |
| DIE HEIGHT | about 100 um |
| Finished Cell Area | ~0.0028 mm^2 |
| Mean number of vias per cell | approximately 5 |
| Critical path type | in2out |
| DR WL met2 | about 2900 um |
| DRC Markers | 0 |
-- metal layers --
| layer | track usage, % | vias to the layer above |
|---|---|---|
| met2 | 20.5 | 53 |
| met3 | 0.972 | 2 |
| li1 | - | 1008 |
| met5 | 0 | - |
| met4 | 0.435 | 0 |
| met1 | 16.2 | 929 |
-- worst paths after layout --
path        to  slack [ns]  startpoint  depth (start not counted)
max   alu_o[6]        0.08      a_i[5]                          8
min   alu_o[1]        2.00      a_i[1]                          6
-- power by group through the flow --
| stage | clock network (W) | logic [W] | registers (W) |
|---|---|---|---|
| final | 0 | 0.000430 | 0 |
| after global routing | 0 | 0.000469 | 0 |
| after CTS | 0 | 0.000417 | 0 |
-- cells in the mapped netlist, drive strengths merged (2+ instances only) --
cell     number  area, um^2
xnor2         2        17.5
nor2b         6        37.5
buf          11        72.6
nor3          5        25.0
nor4b         2        17.5
o2bb2ai       2        17.5
nor4          2        12.5
a21oi        14        70.1
ha           24         300
a221o         2        20.0
or3           3        23.8
mux4          6         143
xor2          4        35.0
nand2         8        30.0
and3          2        12.5
a211oi        3        22.5
a222oi        2        20.0
a31oi         5        31.3
nor2         19        71.3
o21ai        15        75.1
mux2i        13         130
inv          25        93.8
nand2b        4        25.0
o221ai        2        35.0
o41ai         2        25.0
and4          3        26.3
fa            2        40.0
a22oi         7        52.6
clkbuf        5        18.8
nand3         3        15.0
-- logic make-up (layout without fill, tap and decap cells) --
group           Yosys count  count (layout)
compound gates           64              64
buf+inv                  41             137
xor+xnor                  6               6
mux                      19              19
simple gates             64              64
fa+ha+maj                26              26
-- critical path: stages --
cell and delay [ns]:
clkdlybuf4s50_1 0.42, buf_4 0.18, mux4_2 0.46, mux2i_2 0.19, o21ai_2 0.10, nor4b_2 0.24, nor3_2 0.07, dlygate4sd2_1 0.24
-- per-stage QoR --
| stage | hold WS [ns] | power [W] | TNS [ns] | std cells | worst slack [ns] |
|---|---|---|---|---|---|
| after floorplan | 1.59 | 0.000191 | 0 | 220 | 0.0484 |
| after global placement | 2.57 | 0.000370 | -4.06 | 380 | -0.677 |
| after detailed placement | 2.57 | 0.000371 | -4.14 | 380 | -0.705 |
| after CTS | 2.06 | 0.000417 | -0.122 | 393 | -0.122 |
| after global routing | 2.05 | 0.000469 | -0.0159 | 393 | -0.0159 |
| final | 2.00 | 0.000430 | 0 | 393 | 0.0755 |
-- repair_timing --
action | 4_1_cts | 5_1_grt
setup buffers | 14 | 0
gates resized | 93 | 21
pin swaps | 32 | 14
setup endpoints to repair | 8 | 7
hold endpoints to repair | 0 | 0
hold buffers | 0 | 0
-- layout make-up --
| type | instances | area [um^2] |
|---|---|---|
| timing repair buffer | 112 | 918 |
| inverter | 25 | 93.8 |
| multi-input combinational | 179 | 1720 |
| fill | 592 | 3440 |
| tap | 77 | 96.3 |
-- cells in the final DEF (no fill, tap or decap), types with 4 or more instances in the layout --
cell	netlist	routed
buf_4	2	76
nor2_1	19	17
inv_1	25	16
ha_1	24	13
o21ai_0	14	10
mux2i_1	13	10
a21oi_1	14	10
inv_2	0	9
dlygate4sd2_1	0	9
nand2_1	8	8
buf_6	2	8
ha_4	0	7
a22oi_1	7	5
mux4_2	4	5
buf_2	7	5
clkdlybuf4s50_1	0	5
nor3_1	5	4
nor2b_1	6	4
nand2b_1	4	4
a31oi_1	5	4
a21oi_2	0	4
o21ai_1	1	4
xor2_1	4	4
ha_2	0	4
Power is estimated from default activity; no workload was simulated.
